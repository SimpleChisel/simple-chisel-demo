[/design/flow/design.v]
module TightlyCoupledIODemo(
  input        clock,
  input  [7:0] in_data,
  output [7:0] out_data
);
  reg [7:0] reg_;  
  assign out_data = reg_ + 8'h1;  
  always @(posedge clock) begin
    reg_ <= in_data;
  end
endmodule
module InterfaceDemo(
  input        clock,
  input        reset,
  input  [7:0] in_data,
  output [7:0] out_data
);
  wire  tightlyCoupled_clock;  
  wire [7:0] tightlyCoupled_in_data;  
  wire [7:0] tightlyCoupled_out_data;  
  TightlyCoupledIODemo tightlyCoupled (  
    .clock(tightlyCoupled_clock),
    .in_data(tightlyCoupled_in_data),
    .out_data(tightlyCoupled_out_data)
  );
  assign out_data = tightlyCoupled_out_data;
  assign tightlyCoupled_clock = clock;
  assign tightlyCoupled_in_data = in_data;
endmodule
[/design/flow/run.sh]
#!/bin/bash
# OpenROAD 26Q1-2900-gdf79404cd8, Yosys 0.63+post, stock flow scripts
make -C /OpenROAD-flow-scripts/flow DESIGN_CONFIG=/design/flow/config.mk WORK_HOME=/design/flow/orfs finish
[/design/flow/config.mk]
export PLATFORM = sky130hd
export DESIGN_NAME = InterfaceDemo
export DESIGN_NICKNAME = InterfaceDemo
export VERILOG_FILES = /design/flow/design.v
export SDC_FILE = /design/flow/constraint.sdc
export NUM_CORES = 4
export LEC_CHECK = 1
export CORE_AREA = 10 10 70 70
export DIE_AREA = 0 0 80 80
[/design/flow/constraint.sdc]
current_design InterfaceDemo

set clk_period 2.3
set clk_io_pct 0.2

create_clock -name clk0 -period $clk_period [get_ports {clock}]

set non_clock_inputs [all_inputs -no_clocks]
set_input_delay [expr $clk_period * $clk_io_pct] -clock clk0 $non_clock_inputs
set_output_delay [expr $clk_period * $clk_io_pct] -clock clk0 [all_outputs]
==> results.yml <==
# generated from flow reports
status:
  run_status: "complete, no violations"
drt:
  routedWlPerCell_um: 7.75
  ant_nets: 0
  drt_iter0_drc: 0
  post-route-drc-count: 0
  wl_um: 690
  drt-pass1-iter-count: 1
  diodes: 0
  viasPerCell: 2.57
  vias: 229
power:
  p_seq_share_pct: 52.1
  pwr_density_cell_nw_per_um2: 567
  power.switching_uw: 52.6
  peakVddDrop_mv: 0.110
  p_sw_share_pct: 17.9
  combPwrFrac_pct: 14.8
  power_leakage_nw: 0.195
  intPower_uw: 241
  clkPwrFrac_pct: 33.1
  power_uw: 293
global_routing:
  grt_pass1_vias: 198
  grt_pass1_wl_um: 917
  gr-total-overflow: 0
  antenna_found_initial: 0
  grt.total_usage_pct: 1.91
  grt_max_degree: 5
synthesis:
  syn_inst: 24
  yosysWarnings: 1
  synth_area_leader_cell: "dfxtp_1"
  top_area_share_pct: 57.9
  yosys-stat-area_um2: 277
  netlist_area_um2: 277
  synth_seq_share_pct: 57.9
  ys_cells: 24
  synth-seq-cells: 8
  ys_types: 11
  area_leaders: "dfxtp_1, xnor2_1, xor2_1"
  syn_area_per_cell_um2: 11.5
placed_design:
  place_ws_ns: 0.460
  place_congestion: 0.754
  io_buffers: 16
  place_inst: 86
floorplanning:
  core_area_um2: 3420
  pin_count: 18
  die_w_um: 80
  dieArea_um2: 6400
  rows: 21
  fp.dieH_um: 80
  fp-utilization_pct: 8.10
layout:
  biggestRegsByFlops: "tightlyCoupled.reg_ x8"
  drive_gt1_share_pct: 11.6
  fin_util_pct: 15.1
  syn_to_final_growth_pct: 86.9
  largest_reg_flops: 8
  regMostFlops: "tightlyCoupled.reg_"
  layout.cells.non_filler: 89
cts:
  cts.sinks: 8
  h-tree-depth: 1
  clock_path_buffers: 2
  cts_setup_buffers: 0
  tritoncts: "built"
  postCtsHoldBufs: 0
  cts_made_buffers: 3
  cts_resized: 0
  cts-root-buf: "clkbuf_4"
  clk_pin_slew_worst_paths_ns: 0.05
critical_path:
  critPathMaxFanout: 4
  crit_type: "reg -> out"
  crit_path_top_delay_cell: "clkdlybuf4s50_1"
  crit_chain: "nand3_2 > nor3_2 > xor2_1 > clkdlybuf4s50_1"
  slowest_delay_ns: 0.49
  arrival_ns: 1.62
  crit_start: "tightlyCoupled.reg_[2]"
  end_kind: "output port"
  crit_required_ns: 1.84
  start_kind: "register"
timing:
  final_hold_viol_count: 0
  tightest_slew_ns: 0.161
  post-route-min-period_ns: 2.08
  fin_setup_tns_ns: 0
  finalCritPeriodShare_pct: 90.3
  slew_violations: 0
  fmax_ghz: 0.481
  setup_viol: 0
  relSlewSlack_pct: 89.3
  rsz0062_at_grt: "false"
  setup_ws_ns: 0.222
flow_run:
  tool_warnings: 26
  cap_violations: 0
hold_path:
  hold_class: "in -> reg"
  hp-start: "in_data[7]"
  hold_path_depth: 1
  holdPathEnd: "tightlyCoupled.reg_[7]"
[placed cells by master (no fill, tap or decap), types with 2 or more instances in the layout]
master and n:
nand2_1 2, xnor2_1 3, dfxtp_1 8, xor2_1 3, clkbuf_4 3, nand3_1 2, clkdlybuf4s50_1 16
[power groups by stage]
stage | Sequential (mW) | Combinational (mW) | Clock [mW]
4_1_cts | 0.153 | 0.0452 | 0.105
5_1_grt | 0.153 | 0.0478 | 0.108
6_report | 0.153 | 0.0435 | 0.0970
[worst max-delay path, delay by kind of cell, from the launching register on]
family	cells	cell delay, ns
flip-flops	1	0.39
AND/OR/NAND/NOR	2	0.35
buffers and inverters	1	0.49
XOR/XNOR	1	0.15
[per-layer routing]
metal	vias up	part of all wire, %	global-route usage (%)
met5	-	0	0
met4	0	3.9	1.41
met3	2	10	0.795
met2	9	55	3.69
met1	102	30	1.41
li1	116	-	-
[synth_stat cells]
library cell / count
dfxtp_1: 8
xnor2_1: 3
xor2_1: 3
nand2_1: 2
nand3_1: 2
and3_1: 1
ha_1: 1
inv_1: 1
nand3_2: 1
nor2_1: 1
nor3_2: 1
[how the worst max path moves through the flow]
stage / to / slack (ns) / cells after the start
6_report: out_data[7] / 0.22 / 4
4_1_cts: out_data[7] / 0.18 / 4
5_1_grt: out_data[7] / 0.1 / 4
[stage by stage]
step	hold slack, ns	instance area [um^2]
after floorplan	0.488	277
after detailed placement	0.912	494
after global placement	0.912	494
final	0.661	517
after global routing	0.648	517
after CTS	0.648	517
[kinds of logic (layout without fill, tap and decap cells)]
logic type / Yosys count / count (layout) / share of synthesized area [%]
buffers and inverters: 1 / 20 / 1.36
flip-flops: 8 / 8 / 57.9
XOR/XNOR: 6 / 6 / 19.0
adder cells (fa/ha/maj): 1 / 1 / 4.52
AND/OR/NAND/NOR: 8 / 8 / 17.2
[cell type report]
| cell class | instances | area, um^2 |
|---|---|---|
| Fill cell | 388 | 2900 |
| Sequential cell | 8 | 160 |
| Timing Repair Buffer | 16 | 160 |
| Multi-Input combinational cell | 15 | 113 |
| Tap cell | 46 | 57.6 |
| Clock buffer | 3 | 22.5 |
| Inverter | 1 | 3.75 |
Power figures rest on the tool's default switching activity, not on a simulated workload.
