File: flow/config.mk
export PLATFORM = sky130hd
export DESIGN_NAME = FSM
export DESIGN_NICKNAME = FSM
export VERILOG_FILES = /design/flow/design.v
export SDC_FILE = /design/flow/constraint.sdc
export NUM_CORES = 4
export LEC_CHECK = 1
export CORE_AREA = 10 10 112 112
export DIE_AREA = 0 0 122 122
File: flow/constraint.sdc
current_design FSM

set clk_period 2.3
set clk_io_pct 0.2

create_clock -name clk0 -period $clk_period [get_ports {clock}]

set non_clock_inputs [all_inputs -no_clocks]
set_input_delay [expr $clk_period * $clk_io_pct] -clock clk0 $non_clock_inputs
set_output_delay [expr $clk_period * $clk_io_pct] -clock clk0 [all_outputs]
File: flow/design.v
module FSMState(
  input         clock,
  input  [15:0] io_in_value1,
  input  [15:0] io_in_value2,
  input  [1:0]  io_in_counter,
  output [15:0] io_out_value1,
  output [15:0] io_out_value2,
  output [1:0]  io_out_counter
);
  reg [15:0] value1;  
  reg [15:0] value2;  
  reg [1:0] counter;  
  assign io_out_value1 = value1;  
  assign io_out_value2 = value2;  
  assign io_out_counter = counter;  
  always @(posedge clock) begin
    value1 <= io_in_value1;
    value2 <= io_in_value2;
    counter <= io_in_counter;
  end
endmodule
module FSMLogic(
  input  [15:0] io_in_value1,
  input  [15:0] io_in_value2,
  input  [1:0]  io_in_counter,
  output [15:0] io_out_value1,
  output [15:0] io_out_value2,
  output [1:0]  io_out_counter
);
  wire  _T_4 = io_in_counter == 2'h3;  
  wire [1:0] _T_6 = io_in_counter + 2'h1;  
  assign io_out_value1 = io_in_value1 + 16'h1;  
  assign io_out_value2 = io_in_value2 + 16'h1;  
  assign io_out_counter = _T_4 ? 2'h0 : _T_6;  
endmodule
module FSM(
  input         clock,
  input         reset,
  input  [15:0] io_in_value1,
  input  [15:0] io_in_value2,
  input         io_in_valid,
  output [15:0] io_out_value1,
  output [15:0] io_out_value2,
  output        io_out_valid
);
  wire  state_clock;  
  wire [15:0] state_io_in_value1;  
  wire [15:0] state_io_in_value2;  
  wire [1:0] state_io_in_counter;  
  wire [15:0] state_io_out_value1;  
  wire [15:0] state_io_out_value2;  
  wire [1:0] state_io_out_counter;  
  wire [15:0] logic__io_in_value1;  
  wire [15:0] logic__io_in_value2;  
  wire [1:0] logic__io_in_counter;  
  wire [15:0] logic__io_out_value1;  
  wire [15:0] logic__io_out_value2;  
  wire [1:0] logic__io_out_counter;  
  FSMState state (  
    .clock(state_clock),
    .io_in_value1(state_io_in_value1),
    .io_in_value2(state_io_in_value2),
    .io_in_counter(state_io_in_counter),
    .io_out_value1(state_io_out_value1),
    .io_out_value2(state_io_out_value2),
    .io_out_counter(state_io_out_counter)
  );
  FSMLogic logic_ (  
    .io_in_value1(logic__io_in_value1),
    .io_in_value2(logic__io_in_value2),
    .io_in_counter(logic__io_in_counter),
    .io_out_value1(logic__io_out_value1),
    .io_out_value2(logic__io_out_value2),
    .io_out_counter(logic__io_out_counter)
  );
  assign io_out_value1 = state_io_out_value1;  
  assign io_out_value2 = state_io_out_value2;  
  assign io_out_valid = state_io_out_counter == 2'h3;  
  assign state_clock = clock;
  assign state_io_in_value1 = io_in_valid ? io_in_value1 : logic__io_out_value1;  
  assign state_io_in_value2 = io_in_valid ? io_in_value2 : logic__io_out_value2;  
  assign state_io_in_counter = io_in_valid ? 2'h0 : logic__io_out_counter;  
  assign logic__io_in_value1 = state_io_out_value1;  
  assign logic__io_in_value2 = state_io_out_value2;  
  assign logic__io_in_counter = state_io_out_counter;  
endmodule
File: flow/run.sh
#!/bin/bash
# OpenROAD 26Q1-2900-gdf79404cd8, Yosys 0.63+post, stock flow scripts
make -C /OpenROAD-flow-scripts/flow DESIGN_CONFIG=/design/flow/config.mk WORK_HOME=/design/flow/orfs finish
==> changes_impl.md <==
### Physical design

- Status: finished clean
- Crit path cell chain: clkdlybuf4s50_1
- Synthesized registers: 34
- HP Class: register to register
- Drt wl/cell: 12.58 um
- TNS Setup: 0 ns
- Layout cell share with drive strength beyond 1: 0.09921
- Die Size: 14880 sq um
- Avg Cell Area, Syn: 8.832 sq um
- Max IR drop VDD: 0.2574 mV
- Postcts setup bufs: 0
- WL met3: 364 um
- Setup crit start kind: register
- DRC viols: 0
- # hold bufs at CTS: 0
- Clock skew: 0.004928 ns
- Largest area contributor in the netlist: dfxtp_1
- Via/cell ratio: 3.832
- Worst path top cell family by delay: buffers and inverters
- Most frequent cell after synthesis: nand2_1
- Highest Signal Layer: met4
- Slew @ Worst Pin: 0.6214 ns
- Num rows: 37
- Relative slew slack: 0.5857
- CTS tree: done
- Logic area: 915.9 sq um
- Cts bufs inserted: 5
- Fillers: 1081
- Initial DRC count: 38
- Routed WL: 4882 um
- Tool warnings: 26
- Global-route wire length before repair: 7935 um
- Max Slew Vio Count: 0
- Clock root buffer: clkbuf_8
- Ant. Diodes: 0
- Number of antenna-violating nets in the routed design: 0
- Flop area: 680.7 sq um
- Initial antenna violation count: 0
- WL met2: 2183 um
- Distinct lib cells: 21
- CTS resizes: 0
- Top cells by area: dfxtp_1 41%, xnor2_1 10%, nand2_1 8.0%
- CP Capture Type: output pin
- Vias: 1487
- Vias in the first global route: 1486
- Post-synth ARST share: 0
- Post-DP HPWL: 3909 um
- Flip-flops with a built-in enable: 0
- Fin crit period: 1.759 ns
- Post-synth seq share: 0.4143
- Top cell type's share of synthesized area: 0.4143
- Fp_density: 0.1606
- Core area: 10230 sq um
- Top cells by count: 35 x nand2_1, 34 x dfxtp_1, 19 x xnor2_1
- Height of the die: 122 um
- Post-Syn Area: 1643 sq um
- Worst-path fanout max: 8
- Final estimated routing congestion in global placement: 0.7433
- Max Cap Viol: 0
- YS warnings: 1
- Final hold vios: 0
- CP Data Arrival Time: 1.30 ns
- Pwr per Cell Area: 597.1 nW/um^2
- GRT Overall Usage: 0.06557
- CP Buf/Inv Count: 1
- Area Overhead vs Synth: 54.38%
- Synthesis area per yosys: 1643 sq um
- H-tree depth: 2
- Unrepaired setup endpoints after global routing: no
- Leakage power total: 0.8569 nW
- Largest net degree at the start of global routing: 35
- Min Hold Slack: 0.4291 ns
- CP max stage cell: clkdlybuf4s50_1
- CTS Buffer Depth: 2
- GRT overflow: 0
- Crit Path Category: register to output pin
- Die W: 122 um
- Ys flop type: dfxtp_1
- 1st-pass router iterations: 4
- Tcrit/Tclk final: 0.7649
- IO Count: 68
- CTS sink cnt: 34
- Final setup fails: 0
- Fmax: 0.5684 GHz
- Wl on met1: 2248 um
- Cell total in the yosys stat output: 186
- Slowest stage delay, CP: 0.54 ns
- I/O Buffers: 66
- Req. time, crit path: 1.84 ns
- Synth Instances: 186
- Clock latency on the worst-skew pair: 0.28 ns
- Clock transition at path regs: 0.07 ns
layer usage:
metal	global-route usage	vias up
li1	-	774
met1	0.08927	672
met2	0.09892	36
met3	0.02535	5
met4	0.009687	0
met5	0	-
sequential cells by signal (all words and copies together), names as in the netlist:
name and cells:
state.counter 2, state.value1 16, state.value2 16
cell usage in the layout, fill, tap and decap left out, drive strengths merged:
| cell type | n |
|---|---|
| and4 | 1 |
| buf | 2 |
| clkbuf | 5 |
| clkdlybuf4s50 | 65 |
| clkinv | 2 |
| dfxtp | 34 |
| ha | 3 |
| inv | 4 |
| mux2 | 5 |
| nand2 | 35 |
| nand3 | 9 |
| nand4 | 10 |
| nor2 | 4 |
| nor3 | 9 |
| nor3b | 1 |
| nor4 | 8 |
| o21ai | 27 |
| xnor2 | 19 |
| xor2 | 9 |
per-stage QoR:
stage / util / setup WS (ns) / power [W] / std cells / instance area [sq um]
2_1_floorplan: - / 0.8917 / 0.0008796 / 186 / 1643
3_3_place_gp: 0.2402 / 0.7359 / 0.001110 / 381 / 2457
3_5_place_dp: 0.2402 / 0.7187 / 0.001112 / 381 / 2457
4_1_cts: 0.2479 / 0.5031 / 0.001545 / 388 / 2536
5_1_grt: 0.2479 / 0.4262 / 0.001624 / 388 / 2536
6_report: 0.2479 / 0.5408 / 0.001514 / 388 / 2536
layout make-up:
type / count / share of cell area
multi-input combinational: 140 / 0.3611
inverter: 4 / 0.005920
tap: 136 / 0.06709
clock inverter: 2 / 0.003947
timing repair buffer: 67 / 0.2664
clock buffer: 5 / 0.02713
sequential: 34 / 0.2684
final timing paths:
check	from	to	slack [ns]	cells past startpoint
max	state.value1[2]	io_out_value1[2]	0.54	1
min	state.counter[0]	state.counter[0]	0.43	1
max reg2reg	state.value2[0]	state.value2[12]	0.73	5
min reg2reg	state.counter[0]	state.counter[0]	0.43	1
worst reg2reg max path: stages, from the launching register on:
cell and delay, ns:
dfxtp_1 0.41, ha_1 0.24, nand4_2 0.22, nor4_2 0.33, xnor2_1 0.16, o21ai_1 0.07
power by group:
part	switching, W	internal (W)	total, W
Combinational	0.000105	0.000230	0.000335
Clock	0.000222	0.000203	0.000426
Sequential	0.0000946	0.000659	0.000753
Total	0.000422	0.00109	0.00151
logic make-up (layout without fill, tap and decap cells):
kind of cell,after synthesis,count (layout),share of synthesized area
simple gates,77,77,0.2689
mux,5,5,0.03427
fa+ha+maj,3,3,0.02285
compound gates,27,27,0.08225
xor+xnor,28,28,0.1493
buf+inv,12,78,0.02818
flops,34,34,0.4143
Power figures rest on the tool's default switching activity, not on a simulated workload.
